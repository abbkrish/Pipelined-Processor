==> design/flow/design.v <==
package lc3b_types;
typedef logic [15:0] lc3b_word;
typedef logic  [7:0] lc3b_byte;
typedef logic  [8:0] lc3b_offset9;
typedef logic  [5:0] lc3b_offset6;
typedef logic  [2:0] lc3b_reg;
typedef logic  [2:0] lc3b_nzp;
typedef logic  [1:0] lc3b_mem_wmask;
typedef logic  [4:0] lc3b_imm5;
typedef logic  [3:0] lc3b_imm4;
typedef logic  [1:0] lc3b_shf;
typedef logic  [7:0] lc3b_trapvect8;
typedef logic 	[10:0] lc3b_offset11;
typedef logic [2:0] lc3b_L1_index;
typedef logic [2:0] lc3b_L1_offset;
typedef logic [8:0] lc3b_L1_tag;
typedef logic [127:0] lc3b_L1_line;
typedef enum int unsigned {way1, way2, invalid} lc3b_way;
typedef enum int unsigned {false, true} lc3b_boolean; 
typedef logic [3:0] lc3b_L2_index;
typedef logic [3:0] lc3b_L2_offset;
typedef logic [6:0] lc3b_L2_tag;
typedef logic [255:0] lc3b_L2_line;
typedef enum bit [3:0] {
    op_add  = 4'b0001,
    op_and  = 4'b0101,
    op_br   = 4'b0000,
    op_jmp  = 4'b1100,    
    op_jsr  = 4'b0100,    
    op_ldb  = 4'b0010,
    op_ldi  = 4'b1010,
    op_ldr  = 4'b0110,
    op_lea  = 4'b1110,
    op_not  = 4'b1001,
    op_rti  = 4'b1000,
    op_shf  = 4'b1101,
    op_stb  = 4'b0011,
    op_sti  = 4'b1011,
    op_str  = 4'b0111,
    op_trap = 4'b1111
} lc3b_opcode;
typedef enum bit [3:0] {
    alu_add,
    alu_and,
    alu_not,
    alu_pass,
    alu_sll,
    alu_srl,
    alu_sra,
	 alu_trap  
} lc3b_aluop;
typedef struct packed{
	logic load_pc;
	logic load_IF_ID;
	logic load_ID_EX;
	logic load_EX_MEM;
	logic load_MEM_WB;
	logic wbmux_sel;
	logic load_cc;
	logic mem_read;
	logic memAddr_mux_sel;
	logic mem_write;
	logic load_regfile;
	logic [1:0] brmux_sel;
	logic [2:0] pcmux_sel;
	logic [1:0] storemux_sel;
	logic [1:0] src2mux_sel;
	logic [1:0] regfilemux_sel;
	logic [1:0] alu_bmux_sel;
	logic [2:0] alu_amux_sel;
	logic [2:0] op2_sel;
	lc3b_aluop aluop;
	lc3b_opcode opcode;
	logic bit_A_shf;
	logic bit_D_shf;
}lc3b_control_word;
endpackage : lc3b_types
import lc3b_types::*;  
module icache_control
(
	input clk,
	input				lru,
	input		 		hit_A, hit_B,
	input 		 		valid_A_dataout, valid_B_dataout,
	output logic 		valid_A_write, valid_B_write,
	output logic 		valid_A_datain, valid_B_datain,
	output logic		tag_A_write, tag_B_write,
	output logic 		data_A_write, data_B_write,
	output logic		lru_datain,
	output logic		lru_write,
	input 				icache_read,
	output logic		icache_resp,
	input				L2_resp, 
	output logic		L2_read 
);
enum int unsigned {
	HIT,
	MISS,
	SET_STATUS_MISS
} state, next_state;
always_comb
begin : state_actions
	lru_datain = 1'b0;
	lru_write = 1'b0;
	valid_A_write = 1'b0;
	valid_B_write = 1'b0;
	valid_A_datain = 1'b0;
	valid_B_datain = 1'b0;
	tag_A_write = 1'b0;
	tag_B_write = 1'b0;
	data_A_write = 1'b0;
	data_B_write = 1'b0;
	L2_read = 1'b0;
	icache_resp = 1'b0;
	case(state)	
		HIT: begin
			if (hit_A || hit_B && icache_read)
			begin
				icache_resp = 1'b1;
				if (hit_A && valid_A_dataout)
				begin
					lru_write = 1'b1;
					lru_datain = 1'b0;  
				end
				else if (hit_B && valid_B_dataout)
				begin
					lru_write = 1'b1;
					lru_datain = 1'b1;  
				end
			end
		end
		MISS: begin
			L2_read = 1'b1;			 
			if (lru == 1'b1)
			begin
				data_A_write = 1'b1;		 
				tag_A_write = 1'b1;			 
			end
			if (lru == 1'b0)
			begin
				data_B_write = 1'b1;		 
				tag_B_write = 1'b1;			 
			end
		end
		SET_STATUS_MISS: begin
			if (lru == 1'b1)
			begin
				valid_A_write = 1'b1;  
				valid_A_datain = 1'b1;
			end
			if (lru == 1'b0)
			begin
				valid_B_write = 1'b1;  
				valid_B_datain = 1'b1;
			end
		end
		default:  ;
	endcase
end
always_comb
begin : next_state_logic
	next_state = state;
	case(state)
		HIT: begin
			if (lru == 1'b1 && !hit_B && icache_read)							 
			begin
				if (!hit_A) 	 
				begin
					next_state = MISS;					 
				end
			end
			else if (lru == 1'b0 && !hit_A && icache_read)						 
			begin
				if (!hit_B)
				begin  
					next_state = MISS;					 
				end
			end
			else next_state = HIT;
		end
		MISS: begin
			if (L2_resp)
			begin
				next_state = SET_STATUS_MISS;
			end
			else
			begin
				next_state = MISS;
			end
		end
		SET_STATUS_MISS: begin
			next_state = HIT;
		end
		default: begin next_state = HIT; end
	endcase
end
always_ff @(posedge clk)
begin : next_state_assignment
    state <= next_state;
end
endmodule : icache_control
==> design/flow/run.sh <==
#!/bin/bash
# OpenROAD 26Q1-2900-gdf79404cd8, Yosys 0.63+post, stock flow scripts
make -C /OpenROAD-flow-scripts/flow DESIGN_CONFIG=/design/flow/config.mk WORK_HOME=/design/flow/orfs finish
==> design/flow/config.mk <==
export PLATFORM = sky130hd
export DESIGN_NAME = icache_control
export DESIGN_NICKNAME = icache_control
export VERILOG_FILES = /design/flow/design.v
export SDC_FILE = /design/flow/constraint.sdc
export NUM_CORES = 4
export LEC_CHECK = 1
export CORE_AREA = 10 10 70 70
export DIE_AREA = 0 0 80 80
==> design/flow/constraint.sdc <==
current_design icache_control

set clk_period 2.0
set clk_io_pct 0.2

create_clock -name clk0 -period $clk_period [get_ports {clk}]

set non_clock_inputs [all_inputs -no_clocks]
set_input_delay [expr $clk_period * $clk_io_pct] -clock clk0 $non_clock_inputs
set_output_delay [expr $clk_period * $clk_io_pct] -clock clk0 [all_outputs]
==> impl_metrics.toml <==
# flow metrics
[global_routing]
grt_usage = 0.0269
grt_pass1_wl_mm = 1.36
grt_overflow = 0
antenna_found_initial = 0
grt_pass1_vias = 276
grt_max_degree = 8

[route]
post-route-drc-count = 0
antenna_cells = 0
drtPass1Iterations = 4
vias = 281
drtAntennaViolNets = 0
drt_iter0_markers = 21
routed_via_density = 2.93
post_drt_wl_per_cell_um = 9.15
finalWirelength_um = 878

[placement]
dpl_cell_area_um2 = 485
dpl.hpwl_um = 728
placedCellCount = 90
gp_congestion = 0.755
port_buffers = 19

[synthesis]
syn_avg_cell_area_um2 = 9.51
area_leaders = "edfxtp_1 25%, buf_4 13%, nor3b_1 9.5%, a2111oi_2 6.3%, and2_1 5.3%"
ys_ff = 2
ys_chip_area_um2 = 238
synthDistinctLibCells = 18
top_cell_area_share = 0.253
syn_area_um2 = 238
syn-instance-count = 25
ys_warn_count = 1
ys_cells = 25
synth_area_leader_cell = "edfxtp_1"
synth_seq_share = 0.253

[worst_setup_path]
cp_data_required_time_ns = 1.60
r2r-start = "state[1]"
rrSetupSlack_ns = 0.75
reg2reg_depth = 3
crit_arrival_ns = 1.52
crit_path_max_fanout = 2
critPathLaunch = "valid_B_dataout"
start_kind = "input pin"
end_kind = "output pin"
r2r-end = "state[1]"
path_class = "input pin to output pin"

[run]
tool_warnings = 26
drv_cap = 0

[clock_tree]
cts_buffers = 3
cts_tree = "done"
clock_latency_ns = 0.23
cts_max_path_buffers = 2
clkSinkCount = 2
postCtsHoldBufs = 0
cts_root_buffer = "clkbuf_4"
h-tree-depth = 1
cts.clk_slew.worst_paths_ns = 0.03

[sta]
report.final.slew_viol_count = 0
final-setup-viol-count = 0
fin_crit_ns = 1.92
tns_ns = 0
relSlewSlack = 0.833
rsz0062_at_grt = "true"
skew_ns = 0.00201
hold_viol = 0
fmax_ghz = 0.521
worstMarginPinSlew_ns = 0.250
fin_crit_sh = 0.960

[hold_path]
hold_path_depth = 3
hp-class = "input pin to flop"
holdPathEnd = "state[0]"
hp-start = "icache_read"

[die]
core-area_um2 = 3420
die_w_um = 80
fp_util = 0.0696
die_area_um2 = 6400
die_h_um = 80
ioPinCount = 20
fp-row-count = 21

[cells_and_area]
max_flop_register = "state"
layout-drive-gt1-share = 0.340
stdcell_count = 96
fillers = 386
area_growth_pct = 133
final_layout_top_logic_cell = "clkdlybuf4s50_1"
largest_register_ffs = 2
comb_area_um2 = 176
largest_registers = "state (2)"
post-route-cell-area_um2 = 553
final_cell_mix = "13 x clkdlybuf4s50_1, 7 x buf_4, 5 x dlygate4sd2_1, 3 x clkbuf_4"
seqCellArea_um2 = 60.1

[pwr]
p_per_area_nw_per_um2 = 654
power.leakage_nw = 0.218
ir_drop_mv = 0.177

[outcome]
run_status = "finished, final reports clean"
-- final cells by class --
type	instances	area share
sequential	2	0.109
tap	46	0.104
timing repair buffer	26	0.428
multi-input combinational	19	0.319
clock buffer	3	0.0407
-- power by group --
part	switching, mW	total (mW)	internal (mW)	leakage [nW]
Combinational	0.0554	0.189	0.134	0.182
Sequential	0.0186	0.0798	0.0612	0.0230
Clock	0.0263	0.0929	0.0666	0.0138
-- critical path, cell delays in order --
cell and delay [ns]:
clkdlybuf4s50_1 0.47, nand2_2 0.08, a2111oi_4 0.35, clkdlybuf4s15_1 0.22
-- timing repair --
| action | CTS | global route |
|---|---|---|
| pin swaps | 2 | 0 |
| resized | 8 | 4 |
| setup endpoints to repair | 6 | 6 |
| cloned | 0 | 0 |
| setup buffers | 0 | 3 |
-- cells in the mapped netlist --
master / n
and3b_2: 1
nor3b_1: 3
and4bb_1: 1
nand2_2: 1
a31o_1: 1
nor2_1: 1
a2111oi_2: 1
nor3_1: 1
and2_1: 2
nor2b_2: 1
mux2i_1: 1
a21oi_1: 1
o211ai_1: 1
edfxtp_1: 2
buf_4: 4
and3b_1: 1
nand2_1: 1
and2b_1: 1
-- worst max-delay path by stage --
stage        endpoint  slack [ns]  depth (start not counted)
6_report    lru_write        0.08                          4
4_1_cts   tag_A_write       0.009                          3
5_1_grt   icache_resp      -0.007                          4
-- metal layers --
layer	up-vias	GRT usage	part of all wire
met1	118	0.0393	0.53
met4	0	0.00352	0.0046
li1	141	-	-
met3	2	0.0318	0.25
met2	20	0.0217	0.22
met5	-	0	0
-- per-stage QoR --
step                worst slack, ns  power (mW)   util  hold WS (ns)
global route               -0.00652       0.399  0.162         0.788
floorplan                     0.730       0.135      -         0.598
CTS                         0.00913       0.331  0.149         0.754
detailed placement           -0.302       0.236  0.142         0.851
global placement             -0.267       0.232  0.142         0.818
finish                       0.0806       0.362  0.162         0.776
-- logic make-up after synthesis --
family          Yosys count  share of synthesized area
mux                       1                     0.0421
buf+inv                   4                      0.126
compound gates            4                      0.153
flops                     2                      0.253
simple gates             14                      0.426
Power and IR drop assume default switching activity.
