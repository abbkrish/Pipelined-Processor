--- run.sh ---
#!/bin/bash
# OpenROAD 26Q1-2900-gdf79404cd8, Yosys 0.63+post, stock flow scripts
make -C /OpenROAD-flow-scripts/flow DESIGN_CONFIG=/design/flow/config.mk WORK_HOME=/design/flow/orfs finish
--- config.mk ---
export PLATFORM = sky130hd
export DESIGN_NAME = dcache_control
export DESIGN_NICKNAME = dcache_control
export VERILOG_FILES = /design/flow/design.v
export SDC_FILE = /design/flow/constraint.sdc
export NUM_CORES = 4
export LEC_CHECK = 1
export CORE_AREA = 10 10 70 70
export DIE_AREA = 0 0 80 80
--- constraint.sdc ---
current_design dcache_control

set clk_period 1.7
set clk_io_pct 0.2

create_clock -name clk0 -period $clk_period [get_ports {clk}]

set non_clock_inputs [all_inputs -no_clocks]
set_input_delay [expr $clk_period * $clk_io_pct] -clock clk0 $non_clock_inputs
set_output_delay [expr $clk_period * $clk_io_pct] -clock clk0 [all_outputs]
--- design.v ---
package lc3b_types;
typedef logic [15:0] lc3b_word;
typedef logic  [7:0] lc3b_byte;
typedef logic  [8:0] lc3b_offset9;
typedef logic  [5:0] lc3b_offset6;
typedef logic  [2:0] lc3b_reg;
typedef logic  [2:0] lc3b_nzp;
typedef logic  [1:0] lc3b_mem_wmask;
typedef logic  [4:0] lc3b_imm5;
typedef logic  [3:0] lc3b_imm4;
typedef logic  [1:0] lc3b_shf;
typedef logic  [7:0] lc3b_trapvect8;
typedef logic 	[10:0] lc3b_offset11;
typedef logic [2:0] lc3b_L1_index;
typedef logic [2:0] lc3b_L1_offset;
typedef logic [8:0] lc3b_L1_tag;
typedef logic [127:0] lc3b_L1_line;
typedef enum int unsigned {way1, way2, invalid} lc3b_way;
typedef enum int unsigned {false, true} lc3b_boolean; 
typedef logic [3:0] lc3b_L2_index;
typedef logic [3:0] lc3b_L2_offset;
typedef logic [6:0] lc3b_L2_tag;
typedef logic [255:0] lc3b_L2_line;
typedef enum bit [3:0] {
    op_add  = 4'b0001,
    op_and  = 4'b0101,
    op_br   = 4'b0000,
    op_jmp  = 4'b1100,    
    op_jsr  = 4'b0100,    
    op_ldb  = 4'b0010,
    op_ldi  = 4'b1010,
    op_ldr  = 4'b0110,
    op_lea  = 4'b1110,
    op_not  = 4'b1001,
    op_rti  = 4'b1000,
    op_shf  = 4'b1101,
    op_stb  = 4'b0011,
    op_sti  = 4'b1011,
    op_str  = 4'b0111,
    op_trap = 4'b1111
} lc3b_opcode;
typedef enum bit [3:0] {
    alu_add,
    alu_and,
    alu_not,
    alu_pass,
    alu_sll,
    alu_srl,
    alu_sra,
	 alu_trap  
} lc3b_aluop;
typedef struct packed{
	logic load_pc;
	logic load_IF_ID;
	logic load_ID_EX;
	logic load_EX_MEM;
	logic load_MEM_WB;
	logic wbmux_sel;
	logic load_cc;
	logic mem_read;
	logic memAddr_mux_sel;
	logic mem_write;
	logic load_regfile;
	logic [1:0] brmux_sel;
	logic [2:0] pcmux_sel;
	logic [1:0] storemux_sel;
	logic [1:0] src2mux_sel;
	logic [1:0] regfilemux_sel;
	logic [1:0] alu_bmux_sel;
	logic [2:0] alu_amux_sel;
	logic [2:0] op2_sel;
	lc3b_aluop aluop;
	lc3b_opcode opcode;
	logic bit_A_shf;
	logic bit_D_shf;
}lc3b_control_word;
endpackage : lc3b_types
import lc3b_types::*;  
module dcache_control
(
	input clk,
	input				lru,
	input		 		hit_A, hit_B,
	input 		 		valid_A_dataout, valid_B_dataout,
	output logic 		valid_A_write, valid_B_write,
	output logic 		valid_A_datain, valid_B_datain,
	input		 		dirty_A_dataout, dirty_B_dataout,
	output logic 		dirty_A_write, dirty_B_write,
	output logic		dirty_A_datain, dirty_B_datain,
	output logic		tag_A_write, tag_B_write,
	output logic 		data_A_write, data_B_write,
	output logic		lru_datain,
	output logic		lru_write,
	output logic		replacemux_sel,
	input				dcache_write,
	input 				dcache_read,
	output logic		dcache_resp,
	input				L2_resp,
	output logic		L2_write,	
	output logic		L2_read,
	output logic		pmemaddressmux_sel
);
enum int unsigned {
	HIT,
	MISS,
	WRITE_BACK,
	SET_STATUS_MISS,
	SET_STATUS_WRITE_BACK
} state, next_state;
always_comb
begin : state_actions
	lru_datain = 1'b0;
	lru_write = 1'b0;
	valid_A_write = 1'b0;
	valid_B_write = 1'b0;
	valid_A_datain = 1'b0;
	valid_B_datain = 1'b0;
	dirty_A_write = 1'b0;
	dirty_B_write = 1'b0;
	dirty_A_datain = 1'b0;
	dirty_B_datain = 1'b0;
	tag_A_write = 1'b0;
	tag_B_write = 1'b0;
	data_A_write = 1'b0;
	data_B_write = 1'b0;
	L2_write = 1'b0;
	L2_read = 1'b0;
	dcache_resp = 1'b0;
	pmemaddressmux_sel = 1'b0;
	replacemux_sel = 1'b0;
	case(state)
		HIT: begin
			if ((hit_A || hit_B) && (dcache_read || dcache_write))
			begin
				dcache_resp = 1'b1;
				if (hit_A && valid_A_dataout)
				begin
					pmemaddressmux_sel = 1'b0;
					lru_write = 1'b1;
					lru_datain = 1'b0;  
					if (dcache_write)
					begin
						replacemux_sel = 1'b1;
						dirty_A_write = 1'b1;
						dirty_A_datain = 1'b1;  
					end
				end
				else if (hit_B && valid_B_dataout)
				begin
					pmemaddressmux_sel = 1'b0;
					lru_write = 1'b1;
					lru_datain = 1'b1;  
					if (dcache_write)
					begin
						replacemux_sel = 1'b1;
						dirty_B_write = 1'b1;
						dirty_B_datain = 1'b1;  
					end
				end
			end
		end
		MISS: begin
			pmemaddressmux_sel = 1'b0;
			L2_read = 1'b1;			 
			if (lru == 1'b1)
			begin
				data_A_write = 1'b1;		 
				tag_A_write = 1'b1;			 
			end
			if (lru == 1'b0)
			begin
				data_B_write = 1'b1;		 
				tag_B_write = 1'b1;			 
			end
		end
		WRITE_BACK: begin
			pmemaddressmux_sel = 1'b1;	 
			L2_write = 1'b1;			 
		end
		SET_STATUS_WRITE_BACK: begin
			pmemaddressmux_sel = 1'b1;
			if (lru == 1'b1)  
			begin
				dirty_A_write= 1'b1;
				dirty_A_datain = 1'b0;  
			end
			else if (lru == 1'b0)  
			begin
				dirty_B_write = 1'b1;
				dirty_B_datain = 1'b0;  
			end
		end
		SET_STATUS_MISS: begin
			if (lru == 1'b1)
			begin
				valid_A_write = 1'b1;  
				valid_A_datain = 1'b1;
				if (dcache_write)
				begin
					dirty_A_write = 1'b1;   
					dirty_A_datain = 1'b1;
				end
			end
			if (lru == 1'b0)
			begin
				valid_B_write = 1'b1;  
				valid_B_datain = 1'b1;
				if (dcache_write)
				begin
					dirty_B_write = 1'b1;   
					dirty_B_datain = 1'b1;
				end
			end
		end
		default:  ;
	endcase
end
always_comb
begin : next_state_logic
	next_state = state;
	case(state)
		HIT: begin
			if (lru == 1'b1 && !hit_B && (dcache_read|dcache_write))							 
			begin
				if (!hit_A && dirty_A_dataout == 1'b0) 	 
				begin
					next_state = MISS;					 
				end
				else if (!hit_A && dirty_A_dataout == 1'b1 && valid_A_dataout == 1'b1)
				begin
					next_state = WRITE_BACK;	 
				end	
			end
			else if (lru == 1'b0 && !hit_A && (dcache_read|dcache_write))						 
			begin
				if (!hit_B && dirty_B_dataout == 1'b0)
				begin  
					next_state = MISS;					 
				end
				else if (!hit_B && dirty_B_dataout == 1'b1 && valid_B_dataout == 1'b1)
				begin
					next_state = WRITE_BACK;	 
				end
			end
			else next_state = HIT;
		end
		MISS: begin
			if (L2_resp)
			begin
				next_state = SET_STATUS_MISS;
			end
			else
			begin
				next_state = MISS;
			end
		end
		WRITE_BACK: begin
			if (L2_resp)  
			begin
				next_state = SET_STATUS_WRITE_BACK;
			end
			else
			begin
				next_state = WRITE_BACK;
			end
		end
		SET_STATUS_MISS: begin
			next_state = HIT;
		end
		SET_STATUS_WRITE_BACK: begin
			next_state = MISS;
		end
		default: begin next_state = HIT; end
	endcase
end
always_ff @(posedge clk)
begin : next_state_assignment
    state <= next_state;
end
endmodule : dcache_control
==> summary.rpt <==
FLOW METRICS REPORT
----------------------------------------------------
[Run status]
  Result of the run ........................ finished, violations left
  Failing checks ........................ setup timing

[Drt]
  Post-route met1 wirelength ........................ 858 um
  DR pass1 iterations ........................ 4
  Metal2 WL ........................ 793 um
  Vias/cell ........................ 4.12
  Antenna Diode Count ........................ 0
  Met3 wire length ........................ ~190 um
  Wire length per cell after detailed routing ........................ 11.6 um
  DRC viols ........................ 0
  Routed wire length ........................ 1.87 mm
  Iter 0 DRT Violations ........................ 22
  Total via count after detailed routing ........................ around 660
  Tally of nets with antenna violations remaining after routing ........................ 0
  Highest metal layer with signal wires ........................ met4

[Clock tree]
  Clock buffer count from CTS ........................ 3
  Clk Latency, worst-skew pair ........................ 240 ps
  TritonCTS clock tree ........................ built
  CTS Hold Bufs ........................ 0
  Number of H-tree branching levels ........................ 1
  Post-CTS clock slew at the launch and capture registers of the worst setup and hold paths ........................ 40 ps
  Number of sinks driven by the clock tree ........................ 3
  Clock Root Buffer ........................ sky130_fd_sc_hd__clkbuf_4
  Largest buffer count on any clock path ........................ 2

[Yosys]
  Number of cell instances after yosys synthesis ........................ 58
  Mapped cell area ........................ between 400 and 500 um2
  Seq/Total Area, Yosys ........................ 0.194
  Portion of synthesized cell area occupied by the leading cell type ........................ 0.194
  Count of yosys warnings during synthesis ........................ 1
  Count of cell types in the netlist ........................ 36
  Syn Area/Cell ........................ 8.02 um2
  Async set-or-reset flop fraction in the synthesized netlist ........................ 0
  Number of synthesized flops with an enable pin ........................ 3
  Yosys reg bits ........................ 3
  Synth area leader ........................ sky130_fd_sc_hd__edfxtp_1
  Gate Count Post-Synth ........................ 58
  YS chip area ........................ 465 um2
  Flip-flop cell with the highest count after synthesis ........................ sky130_fd_sc_hd__edfxtp_1
  Cell types with the largest area share after synthesis ........................ sky130_fd_sc_hd__edfxtp_1 (19%), sky130_fd_sc_hd__buf_4 (6.5%), sky130_fd_sc_hd__a2111oi_4 (5.9%), sky130_fd_sc_hd__nor2_1 (4.8%), sky130_fd_sc_hd__nor4b_1 (3.8%)

[Finish]
  Fraction of layout cells with a size suffix above 1 ........................ 0.565
  Count of placed standard cells in the final layout, fillers left out ........................ around 160
  Top Registers ........................ state x3
  Layout filler cell count ........................ approximately 350
  Area used by multi-input combinational logic ........................ 393 um2
  Register area ........................ 90.1 um2
  Max reg flops ........................ 3
  Final Util ........................ 0.325
  Synth-to-Final Area Change ........................ 138%
  Register with the most flip-flops ........................ state

[Timing]
  Worst hold slack after final layout ........................ 810 ps
  Final hold violations ........................ 0
  Setup TNS after final layout ........................ -3810 ps
  Achievable clock frequency ........................ a little under 500 MHz
  Slew HR ........................ 0.730
  Setup repair after global routing missed its margin ........................ true
  Fin worst setup slack ........................ -358 ps
  Skew final ........................ 3.21 ps
  Fin crit period ........................ between 2000 and 2500 ps
  Pins Over Slew Limit ........................ 0
  Final worst path period share ........................ 1.21
  Least-Margin Pin Slew ........................ 405 ps
  Final Setup Violations ........................ 18

[Power and ir drop]
  Reported leakage power ........................ 0.545 nW
  Net switching component of the power ........................ around 0.00047 W
  Flop pwr share ........................ 0.106
  Combinational group share of total power ........................ 0.803
  P per Cell Area ........................ 1270 nW/um2
  Portion of total power attributed to the clock network ........................ 0.091
  Switching power share of the total ........................ 0.335
  Internal power ........................ 0.000936 W
  Max IR drop VDD ........................ 0.596 mV

[Worst hold path]
  Worst Hold Launch ........................ state[2]$_DFFE_PP_
  End point of the most critical hold path ........................ state[0]$_DFFE_PP_
  Path type of the worst min-delay path ........................ flop to flop
  Hold path cells ........................ 3

[Global route]
  Antenna violations before repair ........................ 0
  GRT Total Usage ........................ 0.0495
  Sum of overflow across all layers after global routing ........................ 0
  Vias in the first global route ........................ 603
  Pin count of the biggest net entering global routing ........................ 11
  Global-route wire length before repair ........................ 2.64 mm

[Worst setup path]
  Worst flop-to-flop path endpoint ........................ state[1]$_DFFE_PP_
  Reg2reg setup slack ........................ ~100 ps
  Setup crit end kind ........................ output pin
  Startpoint of the worst register-to-register path ........................ state[1]$_DFFE_PP_
  Arrival time at the worst endpoint ........................ 1720 ps
  Biggest fanout along the worst timing path ........................ 7
  Number of cell instances on the worst register-to-register path ........................ 5
  Type of the worst setup path ........................ flop to output pin
  Startpoint class of the critical path ........................ flop
  Required arrival time at the worst endpoint ........................ 1360 ps

[Floorplan]
  Effective utilization at floorplan ........................ 0.136
  Overall die area ........................ 6400 um2
  Top-level I/O count ........................ 30
  Die x size ........................ ~80 um
  Chip Height ........................ 80 um
  Placement Rows ........................ 21
  Core Area ........................ 3420 um2

[Placement]
  Placed Instances ........................ 142
  Dpl hpwl ........................ 1.36 mm
  Gpl congestion ........................ 0.783
  Number of port buffers ........................ 29

[Run]
  Number of warnings the tools reported ........................ 27
  Tally of max-capacitance violations ........................ 0

----------------------------------------------------
==> critical path: stages, from the launching register on <==
cell                              delay, ps
sky130_fd_sc_hd__edfxtp_1               370
sky130_fd_sc_hd__buf_4                  150
sky130_fd_sc_hd__buf_6                  130
sky130_fd_sc_hd__buf_4                  140
sky130_fd_sc_hd__nor3_4                 120
sky130_fd_sc_hd__buf_4                  130
sky130_fd_sc_hd__clkdlybuf4s50_1        450
==> cells by family after synthesis <==
| group | Yosys count | synth area share |
|---|---|---|
| compound gates | 16 | 0.282 |
| xor+xnor | 1 | 0.0188 |
| buf+inv | 11 | 0.140 |
| flops | 3 | 0.194 |
| mux | 1 | 0.0242 |
| simple gates | 26 | 0.341 |
==> worst max path at each step <==
stage                            to                from  depth (start not counted)
after CTS             dirty_B_write  state[0]$_DFFE_PP_                          5
final                       L2_read  state[2]$_DFFE_PP_                          6
after global routing        L2_read  state[2]$_DFFE_PP_                          6
==> area by class of cell <==
class / count / area share
sequential: 3 / 0.0813
multi-input combinational: 44 / 0.354
timing repair buffer: 62 / 0.479
clock buffer: 4 / 0.0237
inverter: 2 / 0.0102
tap: 46 / 0.0519
==> routing by layer <==
layer  GRT usage  up-vias
met3      0.0205        2
li1            -      334
met5           0        -
met4      0.0141        0
met2      0.0722       28
met1      0.0650      299
==> power groups by stage <==
stage / combinational, W / clock [W] / sequential (W)
CTS: 0.000871 / 0.000135 / 0.000144
finish: 0.00113 / 0.000128 / 0.000149
global route: 0.00123 / 0.000139 / 0.000155
==> through the flow <==
step                setup WS (ps)  total power [W]  cell area [um2]
floorplan                    47.0         0.000495              465
global placement             -601         0.000916              891
detailed placement           -613         0.000924              891
CTS                          -411          0.00115              962
global route                 -448          0.00152             1110
finish                       -358          0.00141             1110
==> cells in the mapped netlist, types with 2 or more instances <==
library cell,count
sky130_fd_sc_hd__inv_1,2
sky130_fd_sc_hd__buf_4,4
sky130_fd_sc_hd__o21ai_0,2
sky130_fd_sc_hd__nor4_1,2
sky130_fd_sc_hd__clkbuf_1,3
sky130_fd_sc_hd__and3_1,2
sky130_fd_sc_hd__and2_1,2
sky130_fd_sc_hd__edfxtp_1,3
sky130_fd_sc_hd__a21oi_1,3
sky130_fd_sc_hd__nor2b_1,2
sky130_fd_sc_hd__nor4b_1,2
sky130_fd_sc_hd__nor2_1,6
sky130_fd_sc_hd__nor3_1,2
==> cells in the final DEF (no fill, tap or decap), types with 2 or more instances in the layout <==
master	instances
sky130_fd_sc_hd__nor2_2	2
sky130_fd_sc_hd__buf_4	24
sky130_fd_sc_hd__clkbuf_2	4
sky130_fd_sc_hd__o21ai_0	2
sky130_fd_sc_hd__clkbuf_4	3
sky130_fd_sc_hd__clkdlybuf4s50_1	11
sky130_fd_sc_hd__a21oi_1	2
sky130_fd_sc_hd__buf_2	6
sky130_fd_sc_hd__dlymetal6s2s_1	5
sky130_fd_sc_hd__nor2_1	4
sky130_fd_sc_hd__buf_6	9
sky130_fd_sc_hd__edfxtp_1	3
sky130_fd_sc_hd__dlygate4sd2_1	3
==> what timing repair did <==
item,in CTS,in global routing
pin swaps,9,12
gates cloned,0,1
gates resized,34,28
buffers inserted,3,12
endpoints found under the setup margin,22,23
No activity file was given, so power comes from the tool's default toggle rates.
