[flow/run.sh]
#!/bin/bash
# OpenROAD 26Q1-2900-gdf79404cd8, Yosys 0.63+post, stock flow scripts
make -C /OpenROAD-flow-scripts/flow DESIGN_CONFIG=/design/flow/config.mk WORK_HOME=/design/flow/orfs finish
[flow/config.mk]
export PLATFORM = sky130hd
export DESIGN_NAME = mux8
export DESIGN_NICKNAME = mux8
export VERILOG_FILES = /design/flow/design.v
export SDC_FILE = /design/flow/constraint.sdc
export NUM_CORES = 4
export LEC_CHECK = 1
export CORE_AREA = 10 10 89 89
export DIE_AREA = 0 0 99 99
[flow/constraint.sdc]
current_design mux8

set clk_period 4.5
set clk_io_pct 0.2

create_clock -name clk0 -period $clk_period

set non_clock_inputs [all_inputs -no_clocks]
set_input_delay [expr $clk_period * $clk_io_pct] -clock clk0 $non_clock_inputs
set_output_delay [expr $clk_period * $clk_io_pct] -clock clk0 [all_outputs]
[flow/design.v]
package lc3b_types;
typedef logic [15:0] lc3b_word;
typedef logic  [7:0] lc3b_byte;
typedef logic  [8:0] lc3b_offset9;
typedef logic  [5:0] lc3b_offset6;
typedef logic  [2:0] lc3b_reg;
typedef logic  [2:0] lc3b_nzp;
typedef logic  [1:0] lc3b_mem_wmask;
typedef logic  [4:0] lc3b_imm5;
typedef logic  [3:0] lc3b_imm4;
typedef logic  [1:0] lc3b_shf;
typedef logic  [7:0] lc3b_trapvect8;
typedef logic 	[10:0] lc3b_offset11;
typedef logic [2:0] lc3b_L1_index;
typedef logic [2:0] lc3b_L1_offset;
typedef logic [8:0] lc3b_L1_tag;
typedef logic [127:0] lc3b_L1_line;
typedef enum int unsigned {way1, way2, invalid} lc3b_way;
typedef enum int unsigned {false, true} lc3b_boolean; 
typedef logic [3:0] lc3b_L2_index;
typedef logic [3:0] lc3b_L2_offset;
typedef logic [6:0] lc3b_L2_tag;
typedef logic [255:0] lc3b_L2_line;
typedef enum bit [3:0] {
    op_add  = 4'b0001,
    op_and  = 4'b0101,
    op_br   = 4'b0000,
    op_jmp  = 4'b1100,    
    op_jsr  = 4'b0100,    
    op_ldb  = 4'b0010,
    op_ldi  = 4'b1010,
    op_ldr  = 4'b0110,
    op_lea  = 4'b1110,
    op_not  = 4'b1001,
    op_rti  = 4'b1000,
    op_shf  = 4'b1101,
    op_stb  = 4'b0011,
    op_sti  = 4'b1011,
    op_str  = 4'b0111,
    op_trap = 4'b1111
} lc3b_opcode;
typedef enum bit [3:0] {
    alu_add,
    alu_and,
    alu_not,
    alu_pass,
    alu_sll,
    alu_srl,
    alu_sra,
	 alu_trap  
} lc3b_aluop;
typedef struct packed{
	logic load_pc;
	logic load_IF_ID;
	logic load_ID_EX;
	logic load_EX_MEM;
	logic load_MEM_WB;
	logic wbmux_sel;
	logic load_cc;
	logic mem_read;
	logic memAddr_mux_sel;
	logic mem_write;
	logic load_regfile;
	logic [1:0] brmux_sel;
	logic [2:0] pcmux_sel;
	logic [1:0] storemux_sel;
	logic [1:0] src2mux_sel;
	logic [1:0] regfilemux_sel;
	logic [1:0] alu_bmux_sel;
	logic [2:0] alu_amux_sel;
	logic [2:0] op2_sel;
	lc3b_aluop aluop;
	lc3b_opcode opcode;
	logic bit_A_shf;
	logic bit_D_shf;
}lc3b_control_word;
endpackage : lc3b_types
import lc3b_types::*;
module mux8 #(parameter width = 16) 
(
	input [2:0] sel,
	input [width - 1:0] a,b,c,d,e,f,g,h,
	output logic [width - 1:0] out
);
	always_comb
		begin
			if (sel == 0)
				out = a;
			else if (sel ==1)
				out = b;
			else if (sel == 2)
				out = c;
			else if (sel == 3)
				out = d;
			else if (sel == 4)
				out = e;
			else if (sel == 5)
				out = f;
			else if (sel == 6)
				out = g;
			else 
				out = h;
		end
endmodule
==> GITHUB_STEP_SUMMARY <==
### Flow metrics

| Metric | Value |
|---|---|
| Largest cells by area | mux4_1 22%, mux2_2 18%, mux4_2 12%, a31oi_1 4.6%, nor2_1 4.1% |
| Critical path class | in -> out |
| First-pass GRT wire length | just over 9 mm |
| Wire per inst | ~18 um |
| RSZ-0062 raised after global routing | false |
| P_leak | roughly 1 nW |
| Yosys chip area | approximately 1100 sq um |
| Max frequency | 267 MHz |
| Die width | between 90 and 100 um |
| Sequential share of power | 0% |
| TNS Setup | 0 ns |
| Tot GR Track Use | 11.7% |
| Post-synth top cells | 17 x mux2_2, 12 x nor2_1, 10 x nand2_1 |
| Final worst slack | 0.759 ns |
| Flops | 0 |
| Worst path slowest cell | mux4_2 |
| Layout cells sized above 1 | 12.1% |
| Peak supply drop | between 40 and 50 uV |
| Worst hold path type | in -> out |
| Synth area leader | mux4_1 |
| Die height | between 90 and 100 um |
| Die area | just under 10000 sq um |
| Arrival @ worst endpoint | 2.84 ns |
| Cell Int Power | about 180 uW |
| Setup bufs post-CTS | 0 |
| TritonRoute pass-1 iters | 4 |
| Final setup violating endpoints | 0 |
| Core area | roughly 6000 sq um |
| FP Core Util | 18.2% |
| CP Capture Type | output port |
| Hpwl dp | 5.30 mm |
| Hold Path Sink | out[0] |
| Iter 0 DRT Violations | 39 |
| Combinational share of power | 100.0% |
| Num ports | about 150 |
| Drt via density | 4.60 |
| Least-Margin Pin Slew | 0.622 ns |
| Final period util | 83.1% |
| Worst endpoint required time | 3.60 ns |
| # hold bufs at CTS | 0 |
| GP Congestion | 0.835 |
| # rows | 28 |
| Count of tool warnings | 32 |
| Worst-path cell chain | buf_2 > buf_4 > mux4_2 > nor2_1 > a31oi_1 > clkdlybuf4s50_1 |
| Avg Inst Size Synth | 9.31 sq um |
| Critical path peak fanout | 28 |
| Min cycle time layout | 3.74 ns |
| Switching power of the nets | 62.1 uW |
| CTS-repair resized insts | 0 |
| Most numerous cell in the Yosys netlist | mux2_2 |
| Ant diodes | 0 |
| Largest net degree at the start of global routing | 29 |
| Hold_sp | f[0] |
| Final cell count without fillers | around 330 |
| Cell count after synthesis | roughly 120 |
| CP Launch Type | input port |
| Final Hold Viols | 0 |
| Mapped Area | around 1100 sq um |
| Fin. max-slew vios | 0 |
| Synth-to-Final Area Change | 139% |
| Switching share of power | 25.6% |
| Vias in the first global route | between 1500 and 2000 |
| Ys cells | 117 |
| Antenna violations before repair | 0 |
| Max-slew headroom | around 60% |
| Hold path depth | 4 |
| Detail Route Antenna Nets | 0 |
| Final WL | 5.96 mm |
| CLK BUF | 0 |
| Max-cap viol count | 0 |
| Fin util | 43.5% |
| Seq share, synth | 0% |
| PD cells | between 90 and 100 nW/um^2 |
| Placed cells | about 330 |
| Sequential Area | 0 sq um |
| CP max stage delay | 0.51 ns |
| Residual DRC count | 0 |
| Yosys warns | 1 |
| Overflow left after global routing | 0 |
| Clock share of power | 0% |
| Vias after detailed routing | 1527 |
| Synth unique cells | 29 |
| Pre-CTS WS | 0.714 ns |
| IO Port Bufs | between 100 and 150 |
| Area leader share | 21.7% |
| Status | finished clean |
## layout make-up
type	count	area [sq um]
fillers	584	3380
repair buffers	153	1510
multi-input cells	102	995
well taps	75	93.8
inverters	2	7.51
## power by group through the flow
stage / combinational (mW) / sequential, mW / clock, mW
CTS: 0.247 / 0 / 0
global route: 0.265 / 0 / 0
finish: 0.242 / 0 / 0
## kinds of logic (layout without fill, tap and decap cells)
group           Yosys count  in the layout  share of synthesized area (%)
buf+inv                  15            155                           8.72
mux                      35             35                           54.4
simple gates             28             28                           10.9
compound gates           39             39                           25.9
## layer usage
metal / global-route usage, % / share of wire, %
met1: 12.8 / 37
met5: 0 / 0
met2: 20.8 / 50
met4: 0.772 / 0.71
met3: 5.64 / 13
## per-stage QoR
stage | instance area [sq um] | hold WS (ns) | power, mW
finish | 2610 | 2.74 | 0.242
global route | 2610 | 2.77 | 0.265
CTS | 2610 | 2.74 | 0.247
detailed placement | 2610 | 2.73 | 0.246
global placement | 2610 | 2.74 | 0.246
floorplan | 1090 | 1.88 | 0.0845
## worst max-delay path by stage
stage                  start  endpoint  slack (ns)  cells past startpoint
after global routing  sel[0]    out[6]        0.57                      6
final                 sel[0]    out[9]        0.76                      6
after CTS             sel[0]    out[2]        0.72                      7
## cells in the final DEF, fill, tap and decap left out
cell type	count
clkdlybuf4s50_1	146
nand2_1	10
or2_2	1
mux2_2	17
o311ai_0	1
a22oi_1	3
buf_2	1
o221ai_1	4
nand3_1	2
a221oi_1	3
mux4_2	6
a22o_1	3
mux2i_1	3
nor2b_1	1
o21ai_0	3
o22ai_1	6
and2_1	1
o22a_1	3
nor2_1	12
buf_4	6
a21oi_1	1
and2b_1	1
a21o_1	4
a31oi_1	8
inv_1	2
mux4_1	9
## worst max-delay path, delay by kind of cell
| family | cells | cell delay (ns) |
|---|---|---|
| buf+inv | 3 | 1.25 |
| mux | 1 | 0.51 |
| simple gates | 1 | 0.10 |
| compound gates | 1 | 0.06 |
Power is estimated from default activity; no workload was simulated.
